$ cat flow/constraint.sdc
current_design reg_file

set clk_period 10.5
set clk_io_pct 0.2

create_clock -name clk0 -period $clk_period [get_ports {clk}]

set non_clock_inputs [all_inputs -no_clocks]
set_input_delay [expr $clk_period * $clk_io_pct] -clock clk0 $non_clock_inputs
set_output_delay [expr $clk_period * $clk_io_pct] -clock clk0 [all_outputs]
$ cat flow/design.v
module reg_file #(
    parameter ADDRESS_WIDTH = 5,
    DATA_WIDTH = 32
)(
    input logic     clk,
    input logic     WE3,  
    input logic     [ADDRESS_WIDTH-1:0] AD1,  
    input logic     [ADDRESS_WIDTH-1:0] AD2,  
    input logic     [ADDRESS_WIDTH-1:0] AD3,  
    input logic     [DATA_WIDTH -1:0]   WD3,  
    output logic    [DATA_WIDTH -1:0]   RD1,  
    output logic    [DATA_WIDTH -1:0]   RD2,  
    output logic    [DATA_WIDTH -1:0]   a0
);
    logic [31:0] regs[31:0];
    assign a0 = regs[10];
    always_comb begin
        RD1 = regs[AD1];
        RD2 = regs[AD2];
    end
    always_ff @(negedge clk) begin
        if (WE3 & AD3 != 5'b0)
            regs[AD3] <= WD3;
    end
endmodule
$ cat flow/run.sh
#!/bin/bash
# OpenROAD 26Q1-2900-gdf79404cd8, Yosys 0.63+post, stock flow scripts
make -C /OpenROAD-flow-scripts/flow DESIGN_CONFIG=/design/flow/config.mk WORK_HOME=/design/flow/orfs finish
$ cat flow/config.mk
export PLATFORM = sky130hd
export DESIGN_NAME = reg_file
export DESIGN_NICKNAME = reg_file
export VERILOG_FILES = /design/flow/design.v
export SDC_FILE = /design/flow/constraint.sdc
export NUM_CORES = 4
export LEC_CHECK = 1
export CORE_UTILIZATION = 50
==> results.txt <==
Item: results of the latest flow run.

- The script extracted a net switching power of 3.12 mW.
- The reported max-cap violation count is 0.
- The flow ran to the end, and the final reports show no timing, DRC or antenna violations.
- The number of slew-limit violations in the final report is 0.
- The critical path capture point type is an output port.
- The chip area is a little under 100000 µm².
- The die is between 300 and 400 µm tall.
- The mean number of vias per cell is around 5.8.
- The first detailed-routing pass ran for 6 iterations.
- Fill cells in the final layout number ~7000.
- The post-route cell area is 59700 µm².
- After synthesis the cells add up to roughly 50000 µm².
- The number of setup buffers added after CTS is 0.
- The synthesis report lists the Yosys warning total as 1.
- The final weighted congestion in routability-driven placement is 0.914.
- The reported leakage power is 26.2 nW.
- The layout overhead on the synthesized area is 22.4%.
- Data arrives at the worst endpoint at around 8.3 ns.
- In the synthesized netlist, the number of instances is 3387.
- The worst-case max-slew headroom was logged as 0.329.
- Pin placement for this block handled roughly 150 I/O pins.
- Hold timing on the final database bottoms out at a slack of 5.63 ns.
- The root buffer cell is sky130_fd_sc_hd__clkbuf_16.
- The die is between 300 and 400 µm wide.
- For the worst setup path, the data required time is 8.40 ns.
- Sorting the Yosys area breakdown by cell type puts at the top sky130_fd_sc_hd__edfxtp_1.
- The number of failing hold endpoints at the final stage is 0.
- The via total after detailed routing is between 30000 and 40000.
- The worst setup path is of the register to output port kind.
- The core area is ~97000 µm².
- The CTS report gives the tree buffer count as approximately 110.
- Setup repair after global routing left no endpoint under its margin.
- The count of cells in the finished layout, fillers not included, comes to 5948.
- The remaining design rule violation count is 0.
- The share of total power dissipated in the clock network is 0.501.
- The power report lists cell-internal power as roughly 7.9 mW.
- Per the synthesis report, the number of distinct cell types is 25.
- The count of buffers added on input and output ports is roughly 140.
- The register with the most flip-flops in the layout has a little over 1000 of them.
- The final critical-path setup slack is around 0.12 ns.
- The violation count after the first detailed-routing iteration is a little under 2000.
- The placement-stage worst setup slack is 0.728 ns.
- The number of clock sinks seen by CTS is slightly above 1000.
- Per the Yosys statistics, synthesis produced 3387 cells.
- The worst min-delay path class is primary input to output port.
- The number of enable-type register cells in the synthesized netlist is slightly above 1000.
- The script computed a power per unit cell area of about 180 nW/µm².
- The portion of synthesized cell area occupied by the leading cell type is 0.631.
- CTS built an H-tree with a depth of 3.
- The placement row count is 114.
- The total power draw is roughly 11 mW.
- The final core utilization is 0.617.
- The post-detailed-placement half-perimeter wirelength is around 84000 µm.
- The share of the core area taken by cells at floorplan is 0.504.
- The via count of the first global-routing pass is 37800.
- The final layout reports a setup TNS of 0 ns.
- The cell area after placement is 52000 µm².
- In the post-synthesis netlist, the biggest area contributors are sky130_fd_sc_hd__edfxtp_1 63%, sky130_fd_sc_hd__mux2i_1 21%, sky130_fd_sc_hd__a22oi_1 3.0%, sky130_fd_sc_hd__a22o_1 2.3%, sky130_fd_sc_hd__nand3_1 2.0%.
- The number of antenna violations at the first check in global routing came to 3.
- For this run, the register share of the synthesized area comes to 0.631.
- The mean instance size in the synthesized netlist is approximately 14 µm².
- The share of cells above drive strength 1 is 0.0769.
- Recorded from the global router log, the overflow total was 0.
- Of the total power, the share spent switching nets is 0.283.
- The chip area line of the yosys report is just under 50000 µm².
- The post-synthesis register bit count is ~1000.
- Total global-route track usage over all layers is 0.330.
- Looking at the worst setup and hold paths, the clock pins of their registers show a slew of ~0.030 ns.
- The number of OpenROAD warnings is about 1000.
- The sequential share of power is 0.420.
- The final number of setup-violating endpoints is 0.
- The maximum number of pins on one net before global-route repair is 88.
- In this run the VDD rail shows a maximum IR drop of approximately 140 µV.
- In the final layout, the registers with the most flip-flops are regs (1024).
- The transition time recorded at the tightest slew-check pin is around 1.0 ns.
- By count the netlist is led by 1024 x sky130_fd_sc_hd__edfxtp_1, 1024 x sky130_fd_sc_hd__mux2i_1, 195 x sky130_fd_sc_hd__nand2_1.
- The first-pass GRT wire length is 217000 µm.
- Among all flip-flop cells after synthesis, the most frequent one is sky130_fd_sc_hd__edfxtp_1.
- The average routed wire per standard cell is around 25 µm.
- The cell count after placement is about 4700.
- The largest register by flop count is regs.
- The clock tree from TritonCTS is built.
- The combinational group share of total power is 0.079.
- The maximum fanout along the worst path is 2.
- In this run the deepest clock path goes through 3 buffers.
- The final wirelength is 147000 µm.
- The detail route stage leaves a number of antenna-violating nets equal to 0.
- Of all flip-flops after synthesis, the portion carrying an async set or reset was 0.
- STA classifies the critical path startpoint as a register.
[kinds of logic after synthesis]
logic type,Yosys count,synth area share
flip-flops,1024,0.631
other,1,0.0000769
multiplexers,1024,0.210
AND/OR/NAND/NOR,508,0.0471
AND-OR/OR-AND,576,0.0805
buffers and inverters,254,0.0316
[power groups by stage]
stage     Sequential (mW)  Clock [mW]  Combinational [mW]
4_1_cts              4.62        5.69               0.860
5_1_grt              4.62        6.16               0.923
6_report             4.62        5.52               0.870
[path summary, 6_finish.rpt]
check  cells after the start            startpoint  slack (ns)     end
max                        6  regs[3][3]$_DFFE_NP_        0.12  RD1[3]
min                        6                AD2[1]        5.63  RD2[9]
[layer usage]
metal / vias to the layer above / track usage / share of wire
li1: 15800 / - / -
met1: 16300 / 0.411 / 0.36
met2: 2008 / 0.442 / 0.45
met3: 214 / 0.251 / 0.16
met4: 10 / 0.141 / 0.032
met5: - / 0.0193 / 0.0039
[critical path: stages, from the launching register on]
cell and delay [ns]:
sky130_fd_sc_hd__edfxtp_1 0.38, sky130_fd_sc_hd__mux2i_1 0.16, sky130_fd_sc_hd__a22o_1 0.16, sky130_fd_sc_hd__nor3_1 0.06
sky130_fd_sc_hd__a31oi_1 0.60, sky130_fd_sc_hd__nand3_1 0.45, sky130_fd_sc_hd__clkdlybuf4s50_1 0.53
[cells in the final DEF (no fill, tap or decap), drive strengths merged, types with 3 or more instances in the layout]
| master | count |
|---|---|
| nor3 | 64 |
| nand2b | 4 |
| clkbuf | 116 |
| nor2b | 4 |
| diode | 3 |
| a22o | 128 |
| edfxtp | 1024 |
| conb | 32 |
| nand2 | 195 |
| nor2 | 34 |
| a22oi | 192 |
| buf | 132 |
| nand3 | 194 |
| or3b | 3 |
| a21oi | 192 |
| nand3b | 5 |
| bufinv | 19 |
| a31oi | 64 |
| clkdlybuf4s50 | 142 |
| clkinvlp | 26 |
| inv | 1068 |
| mux2i | 1024 |
[area by class of cell]
type	count	area, µm²	share of cell area
Tap cell	1276	1600	0.0267
Clock buffer	116	2900	0.0486
Sequential cell	1024	30700	0.515
Antenna cell	3	7.51	0.000126
Timing Repair Buffer	274	2750	0.0461
Multi-Input combinational cell	2140	16900	0.283
Clock inverter	1115	4790	0.0803
[timing repair]
action,CTS,global route
hold buffers,0,0
resized,0,1
endpoints found under the setup margin,0,1
endpoints found under the hold margin,0,0
No activity file was given, so power comes from the tool's default toggle rates.
