==> flow/config.mk <==
export PLATFORM = sky130hd
export DESIGN_NAME = pipeline_d_e
export DESIGN_NICKNAME = pipeline_d_e
export VERILOG_FILES = /design/flow/design.v
export SDC_FILE = /design/flow/constraint.sdc
export NUM_CORES = 4
export LEC_CHECK = 1
export CORE_AREA = 10 10 209 209
export DIE_AREA = 0 0 219 219
==> flow/constraint.sdc <==
current_design pipeline_d_e

set clk_period 1.0
set clk_io_pct 0.2

create_clock -name clk0 -period $clk_period [get_ports {clk}]

set non_clock_inputs [all_inputs -no_clocks]
set_input_delay [expr $clk_period * $clk_io_pct] -clock clk0 $non_clock_inputs
set_output_delay [expr $clk_period * $clk_io_pct] -clock clk0 [all_outputs]
==> flow/design.v <==
module pipeline_d_e #(
    parameter   DATA_WIDTH = 32
)(
    input logic                     clk,
    input logic                     flush,
    input logic                     stall,
    input logic [DATA_WIDTH -1:0]   RD1,  
    input logic [DATA_WIDTH -1:0]   RD2, 
    input logic [DATA_WIDTH -1:0]   PCD,  
    input logic [4:0]               RdD,  
    input logic [DATA_WIDTH -1:0]   ImmExtD,
    input logic [DATA_WIDTH -1:0]   PCPlus4D,
    input logic                     RegWriteD,
    input logic [1:0]               ResultSrcD,  
    input logic                     MemWriteD,
    input logic                     JumpD,            
    input logic                     BranchD,
    input logic [4:0]               ALUControlD,  
    input logic                     ALUSrcD,
    input logic                     MemReadD,
    input logic [2:0]               MemCtrlD,
    input logic [19:15]             Rs1D,
    input logic [24:20]             Rs2D,
    output logic [DATA_WIDTH -1:0]  RD1E,
    output logic [DATA_WIDTH -1:0]  RD2E,
    output logic [DATA_WIDTH -1:0]  PCE,
    output logic [4:0]              RdE,
    output logic [DATA_WIDTH -1:0]  ImmExtE,
    output logic [DATA_WIDTH -1:0]  PCPlus4E,
    output logic                    RegWriteE,
    output logic [1:0]              ResultSrcE,
    output logic                    MemReadE,
    output logic                    MemWriteE,
    output logic                    JumpE,
    output logic                    BranchE,
    output logic [4:0]              ALUControlE,
    output logic                    ALUSrcE,
    output logic [2:0]              MemCtrlE,
    output logic [19:15]            Rs1E,
    output logic [24:20]            Rs2E
);
    always_ff @(posedge clk) begin
        if(!flush && !stall) begin
            MemWriteE <= MemWriteD;
            JumpE <= JumpD;
            BranchE <= BranchD;
            RegWriteE <= RegWriteD;
            RD1E <= RD1;
            RD2E <= RD2;
            PCE <= PCD;
            RdE <= RdD;
            ImmExtE <= ImmExtD;
            PCPlus4E <= PCPlus4D;
            MemReadE <= MemReadD; 
            ResultSrcE <= ResultSrcD;
            ALUControlE <= ALUControlD;
            ALUSrcE <= ALUSrcD;
            MemCtrlE <= MemCtrlD;
            Rs1E <= Rs1D;
            Rs2E <= Rs2D;
        end
        else begin 
            MemWriteE <= 0;
            JumpE <= 0;
            BranchE <= 0;
            RegWriteE <= 0;
            RD1E <= 0;
            RD2E <= 0;
            PCE <= 0;
            RdE <= 0;
            ImmExtE <= 0;
            PCPlus4E <= 0;
            MemReadE <= 0; 
            ResultSrcE <= 0;
            ALUControlE <= 0;
            ALUSrcE <= 0;
            MemCtrlE <= 0;
            Rs1E <= 0;
            Rs2E <= 0;
        end
    end
endmodule
==> flow/run.sh <==
#!/bin/bash
# OpenROAD 26Q1-2900-gdf79404cd8, Yosys 0.63+post, stock flow scripts
make -C /OpenROAD-flow-scripts/flow DESIGN_CONFIG=/design/flow/config.mk WORK_HOME=/design/flow/orfs finish
==> results.py <==
# Physical implementation metrics
metrics = {
    "run_status": {
        "status": "finished with violations",
        "violations": "negative setup slack",
    },
    "die": {
        "core.rowCount": 72,
        "die_h_um": 219,
        "core_area_um2": 38900,
        "die_area_um2": 48000,
        "initial_utilization_pct": 14.8,
        "num_io_pins": 385,
        "dieWidth_um": 219,
    },
    "grt": {
        "grt_pass1_wl_um": 31900,
        "grt_use_total_pct": 8.85,
        "grt_overflow": 0,
        "use_met1_pct": 10.3,
        "antenna_found_initial": 1,
        "grt_pass1_vias": 4971,
        "grt_max_degree": 40,
        "grt_use_met2_pct": 14.3,
        "groute.layer.met3.usage_pct": 4.97,
        "grt.busiest_layer": "met2",
    },
    "setup_path": {
        "cp_num_buf_inv": 1,
        "crit_start": "PCPlus4E[4]",
        "startpoint_type": "flip-flop",
        "cp-endpoint": "PCPlus4E[4]",
        "worst_path_largest_cell_delay_ns": 0.37,
        "crit_required_ns": 0.80,
        "path_delay_family": "flip-flops",
        "crit_arrival_ns": 0.90,
        "critPathKind": "flip-flop to output port",
        "endpoint_kind": "output port",
        "cpMaxStageDelayCell": "dfxtp_4",
        "crit_path_max_fanout": 1,
        "path_depth": 1,
        "crit_chain": "buf_6",
    },
    "synth": {
        "seq_area_frac_synth_pct": 66.2,
        "yosysUniqueCellTypes": 4,
        "ys_warn_count": 1,
        "top_logic_kind": "simple AND/OR/NAND/NOR gates",
        "yosys_area_um2": 5780,
        "synth_area_um2": 5780,
        "synthAdderAreaFrac_pct": 0,
        "ys_sh_xor_pct": 0,
        "syn-instance-count": 424,
        "syn_area_per_cell_um2": 13.6,
        "ys_cells": 424,
        "aoi_share_pct": 0,
        "ys_sh_simple_pct": 24.8,
        "ys.flops": 191,
        "mux_area_share_pct": 0,
    },
    "placement": {
        "gp_congestion": 0.844,
        "numPortBuffers": 384,
        "dp_hpwl_um": 17400,
        "dp_cells": 1338,
        "placed_area_um2": 10300,
    },
    "detailed_routing": {
        "route.detailed.drc": 0,
        "vias": 4691,
        "insertedDiodeCount": 0,
        "routed_wl_um": 22200,
        "viasPerCell": 3.43,
        "routedWlPerCell_um": 16.2,
        "drt-initial-drc-count": 178,
        "dr.pass1.iters": 4,
        "ant_nets": 0,
    },
    "final_timing": {
        "max_freq_ghz": 0.906,
        "worstMarginPinSlew_ns": 0.288,
        "maxSlewViolCount": 0,
        "setup_ws_ns": -0.104,
        "layout_worst_path_cycle_share_pct": 110,
        "hold_violations": 0,
        "slew_headroom_pct": 80.8,
        "finalSetupViolCount": 191,
        "fin_crit_ns": 1.10,
        "rsz0062_at_grt": "yes",
    },
    "clock_tree": {
        "hold_buffers": 0,
        "root_buffer": "clkbuf_16",
        "cts_setup_buffers": 0,
        "cts_resized": 675,
        "cts_max_level": 4,
        "cts_sinks": 191,
        "cts_made_buffers": 17,
        "cts_tree": "done",
        "cts_max_path_buffers": 2,
        "clk_pin_slew_ns": 0.07,
    },
    "cells_and_area": {
        "drive_gt1_share_pct": 38.1,
        "fin_area_um2": 10100,
        "final_cell_mix": "nor3b_1, clkdlybuf4s50_1, buf_2",
        "fin_cells": 1369,
        "areaGrowthSynthToFinish_pct": 74.2,
    },
    "power_and_ir_drop": {
        "p_leak_nw": 4.18,
        "ir_drop_uv": 1230,
        "internal-power_w": 0.0127,
        "power_density_nw_per_um2": 1620,
        "power_frac_seq_pct": 49.1,
        "switchingPower_w": 0.00359,
        "switching_share_pct": 22.0,
        "pwr-share-clk_pct": 40.0,
        "combPwrFrac_pct": 11.0,
    },
    "min_path": {
        "worstHoldPathCells": 2,
        "hold_path.class": "input port to flip-flop",
    },
    "job": {
        "warnings": 27,
        "max-cap-violations": 0,
    },
}
==> kinds of logic (layout without fill, tap and decap cells) <==
family	after synthesis	count (layout)
buffers and inverters	42	469
DFF	191	191
and+or+nand+nor	191	191
==> layout make-up <==
cell class | instances | area, um^2
clock buffer | 22 | 464
clock inverter | 9 | 85.1
fill | 4185 | 28900
multi-input combinational | 191 | 1430
sequential | 191 | 3890
tap | 518 | 648
timing repair buffer | 438 | 3540
==> stage by stage <==
| step | setup slack [ns] | util, % | power [W] | TNS (ns) | hold slack (ns) |
|---|---|---|---|---|---|
| after global placement | -0.120 | 26.5 | 0.0103 | -2.00 | 0.586 |
| after global routing | -0.160 | 25.9 | 0.0171 | -18.43 | 0.117 |
| after floorplan | 0.306 | - | 0.00867 | 0 | 0.364 |
| final | -0.104 | 25.9 | 0.0163 | -7.56 | 0.118 |
| after CTS | -0.155 | 25.7 | 0.0166 | -16.84 | 0.0924 |
| after detailed placement | -0.113 | 26.5 | 0.0103 | -1.81 | 0.582 |
==> Yosys cell counts (all sizes together) <==
master | number | share of area (%)
buf | 24 | 4.7
nor3b | 191 | 25
clkbuf | 18 | 4.3
dfxtp | 191 | 66
==> metal layers <==
metal  vias to the layer above  wire (um)
met5                         -         13
met4                         2        364
met3                        15       3060
met2                       273      10200
met1                      2132       8590
li1                       2269          -
==> registers in the layout (all words and copies together) (netlist names), 2 cells and up <==
signal       cells
RdE              5
Rs2E             5
PCPlus4E        32
RD1E            32
RD2E            32
PCE             32
MemCtrlE         3
Rs1E             5
ALUControlE      5
ImmExtE         32
ResultSrcE       2
==> how the worst min path moves through the flow <==
stage / from / end / slack, ns
after CTS: flush / Rs2E[24] / 0.09
after global routing: flush / PCE[7] / 0.12
final: flush / Rs2E[24] / 0.12
==> power by group through the flow <==
stage | sequential (W) | clock (W) | combinational (W)
4_1_cts | 0.00801 | 0.00682 | 0.00182
5_1_grt | 0.00803 | 0.00708 | 0.00196
6_report | 0.00801 | 0.00653 | 0.00179
Power is estimated from default activity; no workload was simulated.
