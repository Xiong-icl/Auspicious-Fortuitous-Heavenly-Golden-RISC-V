## /design/flow/config.mk

```make
export PLATFORM = sky130hd
export DESIGN_NAME = alu
export DESIGN_NICKNAME = alu
export VERILOG_FILES = /design/flow/design.v
export SDC_FILE = /design/flow/constraint.sdc
export NUM_CORES = 4
export LEC_CHECK = 1
export CORE_UTILIZATION = 50
```

## /design/flow/constraint.sdc

```tcl
current_design alu

set clk_period 17.3
set clk_io_pct 0.2

create_clock -name clk0 -period $clk_period

set non_clock_inputs [all_inputs -no_clocks]
set_input_delay [expr $clk_period * $clk_io_pct] -clock clk0 $non_clock_inputs
set_output_delay [expr $clk_period * $clk_io_pct] -clock clk0 [all_outputs]
```

## /design/flow/design.v

```verilog
module alu #(
    parameter   DATA_WIDTH = 32
)(
    input   logic   [DATA_WIDTH -1:0]   ALUop1,   
    input   logic   [DATA_WIDTH -1:0]   ALUop2,   
    input   logic   [4:0]               ALUCtrl,  
    output  logic   [DATA_WIDTH -1:0]   SUM,  
    output  logic                       EQ  
);
logic signed [DATA_WIDTH -1:0] signed_op1;
logic signed [DATA_WIDTH -1:0] signed_op2;
assign signed_op1 = ALUop1;
assign signed_op2 = ALUop2;
always_comb begin
    SUM = 0;
    EQ =  0;
    case (ALUCtrl)
        5'b00000:    SUM = ALUop1 + ALUop2;                      
        5'b00001:    SUM = ALUop1 - ALUop2;                      
        5'b00100:    SUM = ALUop1 ^ ALUop2;                      
        5'b00011:     SUM = ALUop1 | ALUop2;                      
        5'b00010:    SUM = ALUop1 & ALUop2;                      
        5'b00101:    SUM = ALUop1 << ALUop2;                     
        5'b00110:    SUM = ALUop1 >> ALUop2;                     
        5'b00111:    SUM = signed_op1 >>> signed_op2;                    
        5'b01000:    SUM = (signed_op1 < signed_op2) ? 1 : 0;    
        5'b01001:   SUM = (ALUop1 < ALUop2) ? 1 : 0;            
        5'b01010:    SUM = ALUop2;
        5'b01011: 
            if(ALUop1 == ALUop2)                        
                EQ = 1'b1;
            else
                EQ = 1'b0;
        5'b01100:    
            if(ALUop1 != ALUop2)                     
                EQ = 1'b1;
            else
                EQ = 1'b0;
        5'b01101: 
            if(signed_op1 < signed_op2)                 
                EQ = 1'b1;
            else
                EQ = 1'b0;
        5'b01110: 
            if(signed_op1 >= signed_op2)                
                EQ = 1'b1;
            else
                EQ = 1'b0;
        5'b01111: 
            if(ALUop1 < ALUop2)                         
                EQ = 1'b1;
            else
                EQ = 1'b0;
        5'b10000: 
            if(ALUop1 >= ALUop2)                        
                EQ = 1'b1;
            else
                EQ = 1'b0;
        default:  SUM = 0;
    endcase
end
endmodule
```

## /design/flow/run.sh

```bash
#!/bin/bash
# OpenROAD 26Q1-2900-gdf79404cd8, Yosys 0.63+post, stock flow scripts
make -C /OpenROAD-flow-scripts/flow DESIGN_CONFIG=/design/flow/config.mk WORK_HOME=/design/flow/orfs finish
```

==> metrics.sh <==
FILL_CELLS=1925
SYN2LAYOUT_AREA_GROWTH_PCT=9.724
CP-END-KIND='output pin'
UNREPAIRED_SETUP_ENDPOINTS_AFTER_GLOBAL_ROUTING='false'
POST_ROUTE_CELLS_DRIVE_ABOVE_1_SHARE=0.06863
MI_LOGIC_AREA_UM2=9010
POST_SYNTH.CELL_AREA_AVG_UM2=6.372
STATIC-LEAKAGE-POWER_nW=4.440
SYNTH_DOMINANT_CELL_COUNT='nand2_1'
YS_SH_XOR=0.008794
IR_WORST_VDD_mV=0.04037
FINISH.UTILIZATION=0.5615
DRC=0
PLACE_WS_NS=5.794
CELLINTERNALPOWER_uW=120.1
REGISTER_AREA_UM2=0
INITIAL_CORE_UTIL=0.5117
SHARE_CLK_OF_TOTAL_POWER=0
PORT_BUFFER_CELLS=102
CORE_REGION_AREA_UM2=19460
GRT_PASS1_VIAS=11440
CTS.REPAIR.RESIZED=0
LAYOUT.SEQUENTIAL_CELLS=0
SYNTHCELLS=1563
SYNTH_AREA_UM2=9960
OUTCOME='complete, no violations'
MAX_CLOCK_FREQ_MHz=85.84
YOSYS.CELL_TYPES.COUNT=92
NUMBER_OF_ANTENNA_VIOLATIONS_AT_THE_FIRST_CHECK_IN_GLOBAL_ROUTING=1
SW_FRAC_OF_TOTAL=0.6176
TIGHTEST_SLEW_NS=0.9794
DIE_H_UM=143.1
NUMBER_OF_HOLD_BUFFERS_ADDED_AFTER_CTS=0
FINALCRITICALPERIOD_NS=11.65
YOSYS.AREA.TOP_TYPE_SHARE=0.1269
MIN-DELAY-PATH-CLASS='in2out'
TOTALNEGATIVESETUPSLACK_NS=0
MOST_NUMEROUS_CELL_TYPES_IN_THE_SYNTHESIZED_NETLIST='nand2_1, nor2_1, a21oi_1'
SYNTH_SEQ_SHARE=0
POST_SYNTH_FA_HA_MAJ_AREA_FRACTION=0.1309
POWER.SWITCHING_uW=194.0
YS.WARNINGS.COUNT=1
DIE_X_UM=143.1
YOSYS-STAT-AREA_UM2=9960
POWER_PER_CELL_AREA_nW_PER_UM2=28.74
DP.FINAL_HPWL_UM=37300
DR.PASS1.ITERS=6
SETUP_SLACK_NS=5.650
SETUP_VIOL_COUNT_FINAL=0
FINAL-HOLD-VIOLATION-COUNT=0
NCLKBUFFERS=0
FLOORPLAN.IO_PINS=102
FINAL_ANTENNA_NET_COUNT=0
ROUTED_WIRE_LENGTH_PER_INSTANCE_UM=26.33
INSTANCES_NO_FILL=1825
CRITICAL_PATH_CLASS='in2out'
POWER.SHARE.SEQUENTIAL=0
P_COMB_FRAC=1.000
GRT_PASS1_WL_UM=71970
POST_SYNTH_AND_OR_NAND_NOR_AREA_FRACTION=0.2428
NETLIST_TOP_CELLS_AREA='ha_1, a21oi_1, nand2_1'
CRITPATHMAXFANOUT=62
FINALCLOCKPERIODUSAGE=0.6734
VIAS_PER_CELL=7.037
COMPOUND_AREA_FRAC=0.3981
TIMING_MAX_TRANSITION_VIOLATIONS_FINAL=0
CTS_SETUP_BUFFERS=0
MAX_CAP_VIOLS=0
GP_CONGESTION=1.108
PLACEDCELLCOUNT=1824
CP_DATA_REQUIRED_TIME_NS=13.84
WORSTSETUPSTARTPOINTTYPE='input port'
DETAIL_ROUTE.WIRELENGTH_UM=48060
TOOL_WARNINGS=102
PLACEMENTROWS=51
GRT.TOTAL_USAGE=0.4823
DRT_ITER0_MARKERS=1823
CHIP_AREA_UM2=20490
SYNTH-CELLS-YOSYS=1563
GRT_OVERFLOW_TOTAL=0
TOP_LOGIC_KIND='AND-OR/OR-AND gates'
GRT_START_MAX_NET_PINS=64
SYNTH.AREA.MUX_SHARE=0.1224
ROUTED-VIA-COUNT=12840
YOSYSTOPAREACELL='ha_1'
SLEW_HEADROOM=0.3410
WORST_EP_ARRIVAL_TIME_NS=8.19
[power by group through the flow]
stage	clock network (mW)	logic, mW	registers [mW]
CTS	0	0.303	0
global route	0	0.337	0
finish	0.0000000180	0.314	0
[final cells by class]
class	count	share of cell area
Inverter	100	0.03435
Multi-Input combinational cell	1329	0.8245
Antenna cell	1	0.0002290
Tap cell	265	0.03034
Timing Repair Buffer	130	0.1106
[layout by cell type (no fill, tap or decap), types with 26 or more instances in the layout]
cell type,synthesis,routed
a21oi_1,142,142
a31oi_1,26,26
mux2i_1,54,54
nor2_1,161,161
buf_4,6,29
nand2_1,184,184
o211ai_1,28,28
o21ai_0,124,124
ha_1,101,101
nor3_1,40,39
clkdlybuf4s50_1,0,97
a211oi_1,32,32
a221oi_1,29,29
inv_1,98,98
nand3_1,38,38
[routing by layer]
metal | GRT usage | routed length [um] | up-vias
met5 | 0 | 0 | -
met4 | 0.2332 | 2951 | 0
met3 | 0.1148 | 5845 | 156
met2 | 0.7132 | 20260 | 907
met1 | 0.6574 | 19000 | 5979
li1 | - | - | 5800
[cell families (layout without fill, tap and decap cells)]
logic type                 Yosys count  after routing
AOI/OAI and AO/OA                  587            587
xor gates and xnor gates            10             10
adders and majority gates          103            103
buffers and inverters              234            230
muxes                               97             97
other                                0              1
and+or+nand+nor                    532            532
[final timing paths]
| check | startpoint | end | slack [ns] | cells after the start |
|---|---|---|---|---|
| worst max-delay path | ALUop2[4] | SUM[29] | 5.65 | 14 |
| worst min-delay path | ALUCtrl[4] | EQ | 8.10 | 4 |
[critical path, stage by stage]
cell and delay (ns):
buf_2 0.08, buf_4 0.51, inv_1 0.49, ha_1 0.66, inv_1 0.16, a2111oi_2 0.50
a211oi_2 0.16, or2_2 0.34, a2111oi_2 0.35, nor2_1 0.15, a41oi_1 0.48, a211oi_1 0.14
a31oi_1 0.19, clkdlybuf4s50_1 0.48
[per-stage QoR]
stage | cell area, um^2 | hold WS (ns) | power, mW
finish | 10930 | 8.099 | 0.3141
global route | 10930 | 8.184 | 0.3367
CTS | 10930 | 8.103 | 0.3035
detailed placement | 10930 | 8.100 | 0.3013
global placement | 10930 | 8.105 | 0.3011
floorplan | 9960 | 7.014 | 0.1922
No activity file was given, so power comes from the tool's default toggle rates.
